==> flow/design.v <==
module PCM(
	input CLK_68KCLKB,
	input nSDROE, SDRMPX,
	input nSDPOE, SDPMPX,
	inout [7:0] SDRAD,
	input [9:8] SDRA_L,
	input [23:20] SDRA_U,
	inout [7:0] SDPAD,
	input [11:8] SDPA,
	input [7:0] D,
	output [23:0] A
	);
	reg [1:0] COUNT;
	reg [7:0] RDLATCH;
	reg [7:0] PDLATCH;
	reg [23:0] RALATCH;
	reg [23:0] PALATCH;
	assign nSDRMPX = ~SDRMPX;
	assign nSDPMPX = ~SDPMPX;
	assign SDPOE = ~nSDPOE;
	assign CEN = ~COUNT[1];
	always @(posedge CLK_68KCLKB or negedge nSDPOE)
	begin
		if (!nSDPOE)
			COUNT <= 0;
		else
			if (CEN) COUNT <= COUNT + 1'b1;
	end
	assign SDRAD = nSDROE ? 8'bzzzzzzzz : RDLATCH;
	always @(*)
		if (COUNT[1]) RDLATCH <= D;
	assign SDPAD = nSDPOE ? 8'bzzzzzzzz : PDLATCH;
	always @(*)
		if (!nSDPOE) PDLATCH <= D;
	assign A = nSDPOE ? RALATCH : PALATCH;
	always @(posedge nSDRMPX)
	begin
		RALATCH[7:0] <= SDRAD[7:0];
		RALATCH[9:8] <= SDRA_L[9:8];
	end
	always @(posedge SDRMPX)
	begin
		RALATCH[17:10] <= SDRAD[7:0];
		RALATCH[23:18] <= {SDRA_U[23:20], SDRA_L[9:8]};
	end
	always @(posedge nSDPMPX)
	begin
		PALATCH[7:0] <= SDPAD[7:0];
		PALATCH[11:8] <= SDPA[11:8];
	end
	always @(posedge SDPMPX)
	begin
		PALATCH[19:12] <= SDPAD[7:0];
		PALATCH[23:20] <= SDPA[11:8];
	end
endmodule
==> flow/run.sh <==
#!/bin/bash
# OpenROAD 26Q1-2900-gdf79404cd8, Yosys 0.63+post, stock flow scripts
make -C /OpenROAD-flow-scripts/flow DESIGN_CONFIG=/design/flow/config.mk WORK_HOME=/design/flow/orfs finish
==> flow/config.mk <==
export PLATFORM = sky130hd
export DESIGN_NAME = PCM
export DESIGN_NICKNAME = PCM
export VERILOG_FILES = /design/flow/design.v
export SDC_FILE = /design/flow/constraint.sdc
export NUM_CORES = 4
export LEC_CHECK = 1
export CORE_UTILIZATION = 40
==> flow/constraint.sdc <==
current_design PCM

set clk_period 1.0
set clk_io_pct 0.2

create_clock -name clk0 -period $clk_period [get_ports {CLK_68KCLKB}]
create_clock -name clk1 -period $clk_period [get_ports {SDPMPX}]
create_clock -name clk2 -period $clk_period [get_ports {SDRMPX}]

set non_clock_inputs [all_inputs -no_clocks]
set_input_delay [expr $clk_period * $clk_io_pct] -clock clk0 $non_clock_inputs
set_output_delay [expr $clk_period * $clk_io_pct] -clock clk0 [all_outputs]
==> results.cfg <==
; synthesis and place-and-route metrics
[placement]
dp_hpwl_um = 2059
globalplace.congestion = 0.7055
port_buffers = 43

[drt]
drcViolationCount = 0
antenna_left = 0
wl_per_cell_um = 12.49
vias = 1047
wl_um = 3072
firstDrtPassIters = 6
viasPerCell = 4.256
antennaDiodeCount = 0
first_iter_violations = 37

[worst_setup_path]
reg2reg_to = COUNT[1]
worstPathArrival_ns = 1.51
reg2regPathDepth = 1
cp.required_ns = 0.80
rrSetupSlack_ns = 0.15
cp-start-kind = flip-flop
cp_max_fo = 1
reg2reg_from = COUNT[1]
crit_type = flip-flop to output pin
end_kind = output pin

[outcome]
status = complete, but fails checks
violations = setup timing

[die]
core_mm2 = 0.004000
die_height_um = 66.62
die-area_mm2 = 0.004438
die_w_um = 66.62
initCoreUtil = 0.4176
ios = 63
rows = 23

[grt]
grt_pass1_wl_um = 5002
grt_max_degree = 15
grt-ovfl-total = 0
grtUsageTotal = 0.1589
grt_pass1_vias = 1086
grt_antenna_before_repair = 0

[synthesis]
synth_cell_types = 11
syn_area_mm2 = 0.001670
ys.flops = 66
top_cells_by_area = dfxtp_1, mux2_4, dlxtn_1
avgSynthCellArea_um2 = 17.22
synthesis.instances = 97
ys_warn_count = 7
largest_area_cell = dfxtp_1
top_cell_area_share = 0.5753
yosys_cells = 97
ys_area_mm2 = 0.001670

[timing]
grt_setup_unrepaired = true
unclocked_regs = 16
setup_viol = 24
hold_viol_final = 0
slew_violations = 0
worst_slack_ns = -0.7148
setup-tns-final_ns = -9.798
max_slew_margin = 0.8643
unconstrained_endpoints = 32
clock_skew_ns = 0.002478
tightest_slew_ns = 0.2035

[flow_run]
warning_count = 116
cap_viol_max_count = 0

[power]
ir_drop_mv = 1.218
p_leak_nw = 1.266
finalPower_mw = 4.561
power_density_mw_per_mm2 = 1794

[finish]
num-fill-cells = 302
most-common-layout-cells = dfxtp_1, mux2_4, inv_1, buf_2, clkdlybuf4s50_1
layout-drive-gt1-share = 0.4133
fin_util = 0.6356
synthToLayoutAreaGrowth_pct = 52.21
mostFrequentLayoutCell = dfxtp_1

[cts]
cts_tree = built
clkSlewWorstSetupHoldPaths_ns = 0.05

[worst_hold_path]
min_path_type = primary input to async pin
## synth_stat cells
| master | n |
|---|---|
| buf_12 | 2 |
| buf_6 | 1 |
| dfrtp_1 | 2 |
| dfxtp_1 | 48 |
| dlxtn_1 | 8 |
| dlxtp_1 | 8 |
| inv_1 | 2 |
| mux2_2 | 4 |
| mux2_4 | 20 |
| or2_2 | 1 |
| xnor2_1 | 1 |
## worst max-delay path: stages, from the launching register on
cell	delay [ns]
dfxtp_2	0.31
mux2_4	0.25
buf_2	0.11
## registers in the layout (all words and copies together) (netlist names)
register and flops:
COUNT 2, SDRAD 8, SDPAD 8, PALATCH 24, RALATCH 24
## area by class of cell
class | count | area, um2 | share of cell area
clock buffer | 9 | 123.9 | 0.04872
clock inverter | 23 | 112.6 | 0.04429
multi-input combinational | 26 | 375.4 | 0.1476
sequential | 66 | 1261 | 0.4961
tap | 50 | 62.56 | 0.02461
timing repair buffer | 72 | 606.8 | 0.2387
## per-layer routing
layer	share of wire	routed length, um	up-vias	global-route usage
met4	0.022	67	0	0.04521
met2	0.50	1526	30	0.2437
li1	-	-	512	-
met1	0.43	1336	499	0.2314
met3	0.046	142	6	0.03993
met5	0	0	-	0
## kinds of logic (layout without fill, tap and decap cells)
| kind of cell | Yosys count | in the layout | synth area share |
|---|---|---|---|
| xor gates and xnor gates | 1 | 1 | 0.005244 |
| and+or+nand+nor | 1 | 1 | 0.003748 |
| buffers and inverters | 5 | 104 | 0.03521 |
| muxes | 24 | 24 | 0.2067 |
| DFF | 50 | 50 | 0.6052 |
| latches | 16 | 16 | 0.1438 |
## through the flow
stage,cells,hold WS (ns),cell area (um2),setup WS [ns]
6_report,246,0.1110,2542,-0.7148
5_1_grt,246,0.1215,2542,-0.7460
4_1_cts,246,0.1102,2516,-0.7122
3_5_place_dp,191,0.2012,2162,-0.6556
3_3_place_gp,191,0.1948,2162,-0.6505
2_1_floorplan,97,-0.09559,1670,-0.2127
## where the power goes
| group | leakage (nW) | switching [mW] | internal (mW) |
|---|---|---|---|
| sequential | 0.556 | 0.0292 | 2.11 |
| clock | 0.196 | 0.908 | 1.17 |
| combinational | 0.514 | 0.0810 | 0.257 |
| total | 1.27 | 1.02 | 3.54 |
## what timing repair did
action	4_1_cts	5_1_grt
resized	78	9
cloned	0	0
hold buffers	16	0
setup buffers	9	0
setup endpoints to repair	24	24
hold endpoints to repair	16	0
## worst max-delay path by stage
stage	startpoint	to	slack [ns]	cells after the start
final	RALATCH[2]	A[2]	-0.71	2
after global routing	RALATCH[2]	A[2]	-0.75	2
after CTS	RALATCH[2]	A[2]	-0.71	2
Power figures rest on the tool's default switching activity, not on a simulated workload.
